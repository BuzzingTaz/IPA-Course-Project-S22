<file path="flow/design.v">
module pc_update(PC,clk,icode,cnd,valC,valM,valP);
input [3:0] icode;
input cnd,clk;
input [63:0] valC,valM,valP;
output reg [63:0] PC;
always@(posedge clk)begin
    case(icode)
        4'h0: PC <= 0;
        4'h1: PC <= valP;
        4'h2: PC <= valP;
        4'h3: PC <= valP;
        4'h4: PC <= valP;
        4'h5: PC <= valP;
        4'h6: PC <= valP;
        4'h7: PC <= cnd ? valC:valP;
        4'h8: PC <= valC;
        4'h9: PC <= valM;
        4'hA: PC <= valP;
        4'hB: PC <= valP;
    endcase
end
endmodule
</file>
<file path="flow/run.sh">
#!/bin/bash
# OpenROAD 26Q1-2900-gdf79404cd8, Yosys 0.63+post, stock flow scripts
make -C /OpenROAD-flow-scripts/flow DESIGN_CONFIG=/design/flow/config.mk WORK_HOME=/design/flow/orfs finish
</file>
<file path="flow/constraint.sdc">
current_design pc_update

set clk_period 13.3
set clk_io_pct 0.2

create_clock -name clk0 -period $clk_period [get_ports {clk}]

set non_clock_inputs [all_inputs -no_clocks]
set_input_delay [expr $clk_period * $clk_io_pct] -clock clk0 $non_clock_inputs
set_output_delay [expr $clk_period * $clk_io_pct] -clock clk0 [all_outputs]
</file>
<file path="flow/config.mk">
export PLATFORM = sky130hd
export DESIGN_NAME = pc_update
export DESIGN_NICKNAME = pc_update
export VERILOG_FILES = /design/flow/design.v
export SDC_FILE = /design/flow/constraint.sdc
export NUM_CORES = 4
export LEC_CHECK = 1
export CORE_AREA = 10 10 161 161
export DIE_AREA = 0 0 171 171
</file>
==> changes_impl.md <==
### Metrics

* TritonCTS clock tree: yes
* Clock-pin slew on the worst setup and hold paths at 0.06 ns
* CTS buffer count at 9
* CP endpoint kind: register
* Vias at 4597
* RSZ-0062 raised after global routing: false
* Worst Tran Pin Value at ~0.85 ns
* Hold_ws at 3.06 ns
* Placement Rows at 55
* Status: finished clean
* Post-synthesis register bit count at 64
* CORE AREA at around 23000 um2
* Peak VDD IR at 0.0500 mV
* Total gr overflow at 0
* Placer Congestion at 0.813
* DP HPWL at 13.2 mm
* Maximum fanout along the worst path at about 64
* Place WS at a little under 8 ns
* Cell Area, Synth at 4760 um2
* Root Buffer: clkbuf_16
* WL/cell at approximately 20 um
* Fillers at 2267
* Post-Syn Instances at 439
* Fmax at 200 MHz
* Final setup vio count at 0
* Detail Route Antenna Nets at 0
* Initial Util at 21.1%
* Total track usage at 12.6%
* Pwr dens at 87.8 nW/um2
* Syn Area/Cell at 10.8 um2
* MaxCap Viol Count at 0
* Worst path required time at roughly 13 ns
* P_leak at 0.00289 uW
* Layout cell share with drive strength beyond 1 at a little under an eighth
* # port buffers at roughly 260
* Initial antenna violation count at 0
* Synth top cells by count: 64 x a32oi_1, 64 x edfxtp_1, 64 x inv_1, 64 x nand3_1, 64 x o211ai_1
* Total power at 687 uW
* PostCTS Resize Cnt at 0
* Area leader, netlist: edfxtp_1
* YS warnings at 1
* Die area at 29200 um2
* Die Wd at 171 um
* Vias in the first global route at 4674
* Clk sinks at approximately 64
* Fin crit period at between 5 and 6 ns
* Post-CTS Setup Bufs at 0
* Hold Path Class: primary input to register
* Cells on Worst Hold Path at 3
* Num ports at 262
* Crit path arrival time at 5.17 ns
* Largest register FFs at 64
* Crit path from: icode[0]
* Htree depth at 3
* Via-to-Cell Ratio at around 4.8
* Antenna cells at 0
* CTS max path bufs at 2
* TNS Setup at 0 ns
* Slew margin rel. at 43.3%
* Startpoint Class: primary input
* Synth Seq Share at 40.4%
* Wirelength, routed at 19.2 mm
* Cts hold-fix bufs at 0
* Cell Type Count at 17
* Critical setup path kind: primary input to register
* Top_reg_cell synth: edfxtp_1
* Final worst path period share at 37.7%
* EDFF count, synth at 64
* Min-delay src: valP[25]
* # Cells Yosys at roughly 440
* Detailed Route Iter0 Violations at roughly 360
* Max Slew Vio Count at 0
* Area growth, synth to finish at 64.5%
* First-pass GRT wire length at 28.5 mm
* Biggest register: PC
* DR DRC count at 0
* OpenROAD warnings at 25
* Async SR Flop Fraction at 0%
* First-pass detailed-route iteration total at 5
* Largest net degree at the start of global routing at 67
* Hold Violations, Final at 0
* Die height at 171 um
* Top cells by area: edfxtp_1 40%, mux2_4 16%, a32oi_1 12%, o211ai_1 10%, nand3_1 6.7%
* Largest regs: PC (64)
* Synth top area share at 40.4%
* Final setup margin at 8.29 ns
* Yosys chip area at between 4000 and 5000 um2
## worst paths after layout
kind / slack [ns] / endpoint
max: 8.29 / PC[5]$_DFFE_PP_
min: 3.06 / PC[25]$_DFFE_PP_
## worst max-delay path, cell delays in order
cell and delay [ns]:
buf_4 0.45, buf_4 0.70, and3_2 0.30, buf_4 0.63, nand3_1 0.16, o211ai_1 0.15
## cells in the final DEF (no fill, tap or decap)
cell,instances
nor3b_2,1
mux2_1,14
clkdlybuf4s50_1,260
clkinv_2,3
nor2b_1,1
inv_1,64
nor2b_4,1
o21bai_4,1
nand2_4,1
clkinv_1,1
buf_4,10
clkbuf_1,1
clkbuf_16,9
nand3_4,1
and3_2,1
nand3_1,64
bufinv_16,1
a32oi_1,64
mux2_4,50
o211ai_1,64
edfxtp_1,64
## cells by family (layout without fill, tap and decap cells)
| logic type | after synthesis | count (layout) | share of synthesized area (%) |
|---|---|---|---|
| AOI/OAI and AO/OA | 129 | 129 | 22.0 |
| buffers and inverters | 112 | 349 | 10.8 |
| DFF | 64 | 64 | 40.4 |
| muxes | 64 | 64 | 19.1 |
| and+or+nand+nor | 70 | 70 | 7.73 |
## per-layer routing
layer | GRT usage, % | share of wire (%)
met2 | 19.8 | 46
met4 | 1.51 | 1.1
met3 | 4.62 | 11
met5 | 0 | 0
met1 | 16.9 | 42
## power breakdown
part           leakage, uW  switching, uW  internal, uW
logic              0.00208           66.3           127
clock network     0.000140           91.1           143
registers         0.000673           7.65           253
## metrics by stage
| step | util [%] | area, um2 | std cells |
|---|---|---|---|
| global placement | 33.5 | 7550 | 946 |
| global route | 34.7 | 7830 | 961 |
| detailed placement | 33.5 | 7550 | 946 |
| CTS | 34.7 | 7830 | 961 |
| finish | 34.7 | 7830 | 961 |
| floorplan | - | 4760 | 439 |
## area by class of cell
cell class / count / area, um2 / share of cell area, %
clock inverter: 5 / 48.8 / 0.623
clock buffer: 10 / 229 / 2.92
sequential: 64 / 1920 / 24.5
tap: 285 / 357 / 4.55
timing repair buffer: 270 / 2680 / 34.2
inverter: 64 / 240 / 3.07
multi-input combinational: 263 / 2360 / 30.1
Power is estimated from default activity; no workload was simulated.
